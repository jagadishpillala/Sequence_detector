==> flow/design.v <==
`timescale 1ns / 1ps
module sequence_detector(sequence_in ,clock,reset,detector_out);
input sequence_in; 
input clock; 
input reset; 
output reg detector_out; 
parameter s0=3'b000, 
         s1=3'b001, 
         s2=3'b010, 
         s3=3'b011, 
         s4=3'b100; 
   reg[2:0] current_state, next_state; 
   always@(posedge clock, posedge reset)
   begin
   if(reset==1)
   current_state <= s0; 
   else 
   current_state <= next_state; 
   end
   always @(current_state , sequence_in )
   begin
   case(current_state)
     s0 : begin
          if(sequence_in==1)
          next_state = s1; 
          else
          next_state =s0; 
          end
     s1 : begin
            if(sequence_in==1)
            next_state = s1;  
            else
            next_state = s2;  
            end     
     s2 : begin
          if(sequence_in==1)
           next_state = s3; 
           else
           next_state = s0; 
           end 
     s3 : begin
          if(sequence_in==1)
           next_state = s4; 
           else
           next_state = s2; 
           end 
     s4 : begin
           if(sequence_in==1)
            next_state = s1; 
            else
            next_state =s2; 
            end 
      default : next_state = s0;
      endcase
    end  
  always @(current_state)
  begin
   case(current_state)
    s0 :  detector_out =0;  
    s1 : detector_out =0;
    s2 : detector_out =0;
    s3 : detector_out =0;
    s4 : detector_out =1;  
    default : detector_out =0;
   endcase
  end           
endmodule
==> flow/run.sh <==
#!/bin/bash
# OpenROAD 26Q1-2900-gdf79404cd8, Yosys 0.63+post, stock flow scripts
make -C /OpenROAD-flow-scripts/flow DESIGN_CONFIG=/design/flow/config.mk WORK_HOME=/design/flow/orfs finish
==> flow/config.mk <==
export PLATFORM = sky130hd
export DESIGN_NAME = sequence_detector
export DESIGN_NICKNAME = sequence_detector
export VERILOG_FILES = /design/flow/design.v
export SDC_FILE = /design/flow/constraint.sdc
export NUM_CORES = 4
export LEC_CHECK = 1
export CORE_AREA = 10 10 70 70
export DIE_AREA = 0 0 80 80
==> flow/constraint.sdc <==
current_design sequence_detector

set clk_period 1.5
set clk_io_pct 0.2

create_clock -name clk0 -period $clk_period [get_ports {clock}]

set non_clock_inputs [all_inputs -no_clocks]
set_input_delay [expr $clk_period * $clk_io_pct] -clock clk0 $non_clock_inputs
set_output_delay [expr $clk_period * $clk_io_pct] -clock clk0 [all_outputs]
==> run notes <==
Status of the implementation.

- The area growth from synthesis to layout is 67.91%.
- The clock skew is 0.001684 ns, for reference.
- The area fraction in xor and xnor cells is 0%, for reference.
- The detailed router finished its first iteration with 4 violations.
- The average wire per cell in the routed design is 5.348 µm, for reference.
- The share of synthesized cell area in full adder, half adder and majority cells is 0%, for reference.
- The startpoint of the worst register-to-register path is current_state[4], for reference.
- The sort of element at the start of the critical path is a flip-flop, for reference.
- Sorting the Yosys area breakdown by cell type puts at the top dfrtp_1.
- Summing all multiplexer cells gives an area fraction of 0%.
- The leakage power in the latest report is 0.1114 nW.
- The run finished with clean final reports.
- The timing report attributes the biggest portion of critical-path delay to buffers and inverters.
- The compound-gate portion of the synthesized area is 5.224%, for reference.
- Per the post-route antenna check, the number of violating nets is 0.
- Across all layers, the routed design uses 109 vias.
- The floorplan step set the die height to 80 µm.
- The final report lists a non-filler cell total of 66.
- The slowest stage of the critical path belongs to the cell clkdlybuf4s50_1.
- CTS placed an instance of clkbuf_4 at the clock tree root.
- The cell count after synthesis is 13, for reference.
- Port buffering added 3 buffers.
- The post-synth count of flops with an enable pin is 0.
- The portion of synthesized cell area occupied by the leading cell type is 59.70%, for reference.
- The number of hold violations in the final report is 0, for reference.
- The sequential fraction of the synthesis area is 75.37%, for reference.
- The registers reported with the highest flop counts are current_state (5).
- The path class of the lowest-slack min-delay path is in2async, for reference.
- The maximum vdd drop is 0.2847 mV, for reference.
- The largest stage delay on the critical path is 0.50 ns, for reference.
- The placed instance count is 62, for reference.
- The post-detailed-routing wire length is 353 µm, for reference.
- Sorting the synthesized cells by how often they occur yields dfrtp_1 (4), nor2_1 (3), and2_1 (2).
- The number of antenna violations at the first check in global routing is 0, for reference.
- Entering global routing, the biggest net connects 6 pins.
- The yosys synthesis warning count is 1, for reference.
- The total global routing track utilization is 1.462%, for reference.
- The signal on the critical path passes through clkdlybuf4s50_1.
- The post-synth area from yosys stat is 167.7 µm², for reference.
- The dominant register cell is dfrtp_1, for reference.
- The count of cells along the worst register-to-register path is 2, for reference.
- The final-layout fill cell count is 410, for reference.
- The share of layout cells above drive strength 1 is 20.00%, for reference.
- The layout report lists the combined flip-flop and latch area as 126.4 µm².
- After synthesis, the design contains 13 cells according to Yosys.
- The maximum operating frequency is 0.7102 GHz, for reference.
- The count of unique library cells instantiated by Yosys is 7, for reference.
- According to the floorplan report, the die width is 80 µm.
- The clock slew seen by the registers of the worst setup and hold paths is 0.04 ns, for reference.
- Per the repair_timing log after CTS, setup buffers inserted total 0.
- For the worst setup path, the data arrival time is 1.11 ns.
- TritonCTS built the clock tree.
- STA reports a reg2reg setup slack of 0.72 ns.
- The async set or reset register ratio after synthesis is 100.0%, for reference.
- The total I/O pin count is 4, for reference.
- The site row count is 21, for reference.
- The combined area of all synthesized cells is 167.7 µm², for reference.
- The floorplan step defined a core boundary enclosing 3416 µm².
- The critical path is of the reg2out type.
- The number of DRC violations after detailed routing is 0, for reference.
- The sort of element at the end of the critical path is a primary output, for reference.
- All stages included, the depth of the critical timing path comes to 1.
- The report lists the power per cell area as 1177 nW/µm².
- The via count of the first global-routing pass was 151.
- The detail-routed via count per cell is 1.652, for reference.
- The most frequent cell after synthesis is dfrtp_1, for reference.
- After synthesis the netlist holds a flip-flop and latch count of 5.
- Per the detail_route report, inserted antenna diodes total 0.
- The post-synthesis area per instance is 12.90 µm², for reference.
- The buffering stage count on the worst path with inverters included is 1, for reference.
- The critical register-to-register path endpoint is current_state[2], for reference.
- The number of maximum-capacitance violations recorded for the run is 0.
- The total of cells resized after clock tree synthesis is 0, for reference.
- In this run, CTS created clock tree buffers numbering 3.
- OpenROAD emitted warnings numbering 25.
- The final critical path takes up 93.87% of the cycle.
- The critical path endpoint has a required time of 1.20 ns.
- The starting utilization of the core area is 4.908%, for reference.
- Adding up every negative setup slack in the final design gives 0 ns.
- The final tally of setup violations is 0, for reference.
- Of the total synthesized cell area, the portion taken by AND, OR, NAND and NOR gates is 17.16%.
- The first global-routing pass estimated 690 µm of wire.
- Looking at the clock tree report, the H-tree level count equals 1.
- The register with the most flip-flops in the layout has 5 of them.
- For the pin with the worst max-slew slack, the measured transition is 0.2225 ns.
- The maximum root-to-sink buffer count is 2, for reference.
- Setup repair after global routing left no endpoint under its margin.
- The maximum fanout along the worst path is 3, for reference.
- The shortest period the worst path allows is 1.408 ns, for reference.
- The area of the chip is 6400 µm², for reference.
- For this design, the CTS-stage hold fixing added 0 buffers.
- RePlAce ended its routability-driven mode at a weighted congestion of 0.6764.
- The insertion delay of the later-clocked pin in the worst-skew pair is 0.24 ns, for reference.
- The sink count of the clock tree is 5, for reference.
- The total grt overflow is 0, for reference.
- The register containing the most flip-flops in the final layout is current_state, for reference.
- The multi-input combinational cells in the finished layout cover a total of 37.54 µm².
- The largest combinational cell category by area is simple AND/OR/NAND/NOR gates, for reference.
- According to the report, the first pass of detailed routing completed in 2 iterations.
- After synthesis, the cell types taking the most area are dfrtp_1 (60%), dfstp_2 (16%), and2_1 (7.5%), nor2_1 (6.7%), o31a_1 (5.2%).
- The final max-slew violation count recorded for this run is 0.
- The relative slew slack is 85.05%, for reference.
## per-layer routing
layer  vias up  wire length, µm  GRT usage [%]
met2         6               78          1.364
met4         0               11         0.5282
met3         2               56          1.818
met1        46              207          1.806
li1         55                -              -
met5         -                0              0
## layout by cell type, fill, tap and decap left out
cell type / n
o31a_1: 1
inv_1: 1
clkbuf_1: 1
nor3_1: 1
dfstp_2: 1
and2_1: 2
clkbuf_4: 3
dfrtp_1: 4
nor2_1: 3
clkdlybuf4s50_1: 3
## worst max-delay path by stage
stage	slack (ns)	from	to
CTS	0.08	current_state[1]	detector_out
global route	0.03	current_state[1]	detector_out
finish	0.09	current_state[1]	detector_out
## report_power, final
| group | leakage (nW) | internal (mW) | switching, mW |
|---|---|---|---|
| clock | 0.0150 | 0.101 | 0.0546 |
| combinational | 0.0310 | 0.0127 | 0.0104 |
| sequential | 0.0654 | 0.148 | 0.00539 |
## cells by family after synthesis
| kind of cell | count (synthesis) |
|---|---|
| flops | 5 |
| simple gates | 6 |
| compound gates | 1 |
| buf+inv | 1 |
## stage by stage
stage / hold WS [ns] / setup WS (ns) / power, mW / util, % / instance area, µm²
after floorplan: 0.07779 / 0.7483 / 0.1656 / - / 167.7
after global placement: 0.4641 / 0.3575 / 0.1765 / 7.473 / 255.2
after detailed placement: 0.4789 / 0.3396 / 0.1786 / 7.473 / 255.2
after CTS: 0.2634 / 0.07532 / 0.3380 / 8.242 / 281.5
after global routing: 0.2690 / 0.02503 / 0.3595 / 8.242 / 281.5
final: 0.2684 / 0.09190 / 0.3312 / 8.242 / 281.5
## final cells by class
type | count | area share, %
clock buffers | 4 | 9.333
repair buffers | 3 | 10.67
well taps | 46 | 20.44
multi-input cells | 7 | 13.33
flip-flops and latches | 5 | 44.89
inverters | 1 | 1.333
Power and IR drop assume default switching activity.
